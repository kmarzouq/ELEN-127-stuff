**design.v**
```verilog
module prob2(X,R,D,Y);
    input [7:0]X;
	input [2:0]R;
	input D;
	output reg [7:0]Y;
always @(*) begin
	Y = 8'b0;
	if (D==1) begin
		Y[0]=X[0+R];
		Y[1]=X[1+R];
		Y[2]=X[2+R];
		Y[3]=X[3+R];
		Y[4]=X[4+R];
		Y[5]=X[5-8+R];
		Y[6]=X[6-8+R];
		Y[7]=X[7-8+R];
	end
	else begin
		Y[0]=X[0+8-R];
		Y[1]=X[1+8-R];
		Y[2]=X[2+8-R];
		Y[3]=X[3-R];
		Y[4]=X[4-R];
		Y[5]=X[5-R];
		Y[6]=X[6-R];
		Y[7]=X[7-R];
	end
end
endmodule 
```
**run.sh**
```bash
#!/bin/bash
# OpenROAD 26Q1-2900-gdf79404cd8, Yosys 0.63+post, stock flow scripts
make -C /OpenROAD-flow-scripts/flow DESIGN_CONFIG=/design/flow/config.mk WORK_HOME=/design/flow/orfs finish
```
**config.mk**
```make
export PLATFORM = sky130hd
export DESIGN_NAME = prob2
export DESIGN_NICKNAME = prob2
export VERILOG_FILES = /design/flow/design.v
export SDC_FILE = /design/flow/constraint.sdc
export NUM_CORES = 4
export LEC_CHECK = 1
export CORE_AREA = 10 10 75 75
export DIE_AREA = 0 0 85 85
```
**constraint.sdc**
```tcl
current_design prob2

set clk_period 2.4
set clk_io_pct 0.2

create_clock -name clk0 -period $clk_period

set non_clock_inputs [all_inputs -no_clocks]
set_input_delay [expr $clk_period * $clk_io_pct] -clock clk0 $non_clock_inputs
set_output_delay [expr $clk_period * $clk_io_pct] -clock clk0 [all_outputs]
```
==> results.py <==
# Physical implementation metrics
metrics = {
    "floorplan": {
        "die_y_um": 85,
        "fp_util_pct": 20.29,
        "die_area_um2": 7225,
        "placementRows": 23,
        "io-pin-count": 20,
        "die_w_um": 85,
        "core-area_um2": 4058,
    },
    "synth": {
        "yosys.area.top_type_share_pct": 31.61,
        "yosys.area_share.xor_xnor_pct": 0,
        "yosys_warnings": 1,
        "synth.distinct_cells": 28,
        "yosys_cells": 99,
        "aoi_share_pct": 17.48,
        "ys_sh_simple_pct": 17.78,
        "mux_share_pct": 42.55,
        "synth_seq_share_pct": 0,
        "fa_ha_area_share_pct": 15.20,
        "syn-cell-area_um2": 823.3,
        "synth-area-yosys_um2": 823.3,
        "syn_avg_cell_area_um2": 8.316,
        "area_leaders": "mux2i_1 (32%), ha_1 (15%), mux4_2 (11%), nor3_1 (3.0%), inv_1 (2.7%)",
        "synth.comb.largest_family": "multiplexers",
        "synthCells": 99,
        "synth_top_cell_by_area": "mux2i_1",
    },
    "power": {
        "powerDensity_nw_per_um2": 218.9,
        "ir_drop_mv": 0.05912,
        "fin_total_pwr_mw": 0.3541,
        "power_leakage_nw": 0.7251,
    },
    "placement": {
        "gp_congestion": 0.9322,
        "hpwl_um": 2285,
        "dpl_cell_area_um2": 1353,
        "place_inst": 198,
        "dp_slack_ns": -1.076,
        "portBuffers": 20,
    },
    "final_timing": {
        "setup_tns_ns": -0.2770,
        "finalSetupViolCount": 5,
        "final.min_clock_period_ns": 2.469,
        "hold_viol": 0,
        "rsz0062_at_grt": "yes",
        "fmax_ghz": 0.4050,
        "tightest_slew_ns": 0.2628,
        "slew_viol_final": 0,
        "hold_slack_ns": 1.433,
        "worst_slack_ns": -0.06931,
        "relSlewSlack_pct": 82.14,
        "fin_crit_sh_pct": 102.9,
    },
    "hold_path": {
        "hp-class": "in -> out",
        "whs_path_depth": 5,
    },
    "critical_path": {
        "cp.arrival_ns": 1.99,
        "crit_required_ns": 1.92,
        "start_kind": "input port",
        "critical_path_class": "in -> out",
        "worstSetupEndpointType": "output pin",
        "crit_fanout": 3,
    },
    "global_routing": {
        "grt.total_usage_pct": 8.043,
        "use_met2_pct": 13.28,
        "grt_pass1_wl_um": 5119,
        "grt_antenna_before_repair": 0,
        "grt_use_met3_pct": 0.5780,
        "grt_overflow_total": 0,
        "met1_usage_pct": 11.59,
        "top_usage_layer": "met2",
        "first_global_vias": 1007,
        "grt_max_degree": 18,
    },
    "finish": {
        "final_cell_area_um2": 1618,
        "fin_cells": 211,
        "seq_cell_count": 0,
        "fin_util_pct": 39.87,
        "final.clkbuf_count": 0,
        "multiInputGateArea_um2": 947.2,
        "seq_area_um2": 0,
        "fillers": 362,
        "drive_above_1_share_pct": 55.28,
        "syn2layout_area_growth_pct": 96.50,
    },
    "drt": {
        "ant_nets": 0,
        "drt_first_iter_violations": 50,
        "avgRoutedWirePerCell_um": 14.16,
        "first_pass_iters": 4,
        "wirelength_um": 2987,
        "num_vias": 1018,
        "n_antenna_cell": 0,
        "viasPerCell": 4.825,
        "drcViolationCount": 0,
    },
    "run": {
        "drv_cap": 0,
        "log.warning_count": 40,
    },
    "run_status": {
        "violations": "negative setup slack",
        "outcome": "finished with violations",
    },
}
==> cell families after synthesis <==
kind of cell    after synthesis
compound gates               19
fa+ha+maj                    10
mux                          30
simple gates                 27
buf+inv                      13
==> cells in the mapped netlist, drive strengths merged <==
cell type and number:
nor3 5, nand2b 3, mux2i 26, nor3b 1, nor4b 1, and4 1, o21ai 3, a21oi 2
o221ai 2, a41o 1, ha 10, nand3 1, a32oi 1, o21a 1, a221oi 1, a2111oi 1
nand2 5, nand3b 3, clkbuf 5, nor2 5, mux4 4, buf 2, o31ai 3, a31oi 1
o211ai 3, inv 6, nor2b 2
==> layer usage <==
metal,share of wire (%),routed length (um),vias to the layer above
li1,-,-,510
met1,48,1432,484
met2,48,1434,22
met3,3.1,94,2
met4,0.84,25,0
met5,0,0,-
==> timing repair <==
| item | in CTS | in global routing |
|---|---|---|
| pin swaps | 8 | 6 |
| hold buffers | 0 | 0 |
| setup endpoints to repair | 8 | 7 |
| buffers inserted | 12 | 1 |
| resized | 86 | 13 |
==> critical path, cell delays in order <==
cell and delay (ns):
buf_8 0.10, buf_6 0.12, inv_4 0.05, ha_4 0.13
ha_4 0.20, mux2i_4 0.15, mux4_2 0.52, a21oi_2 0.12
buf_2 0.11
==> report_power, final <==
part           leakage (nW)  internal (mW)  total, mW  switching, mW
registers                 0              0          0              0
clock network             0              0          0              0
logic                 0.725          0.205      0.354          0.149
total                 0.725          0.205      0.354          0.149
==> layout by cell type (no fill, tap or decap), types with 2 or more instances in the layout <==
cell type	instances
buf_4	39
mux2i_1	16
buf_2	9
dlygate4sd2_1	9
buf_6	8
mux2i_2	6
nand2_1	5
nor2_1	5
ha_4	5
ha_1	5
mux2i_4	4
mux4_2	4
nor3_1	4
nand2b_1	3
nand3b_1	3
o211ai_1	3
inv_4	2
nor2b_1	2
o21ai_1	2
o221ai_1	2
inv_1	2
o31ai_1	2
buf_8	2
buf_12	2
==> cell type report <==
class                      instances  area share [%]
multi-input combinational         86           58.55
inverter                           6           1.933
timing repair buffer              69           35.65
tap                               50           3.867
==> path summary, 6_finish.rpt <==
check / startpoint / end / slack, ns
setup / recovery: R[0] / Y[0] / -0.07
hold / removal: R[0] / Y[0] / 1.43
No activity file was given, so power comes from the tool's default toggle rates.
